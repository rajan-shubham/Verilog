### design/flow/config.mk
export PLATFORM = sky130hd
export DESIGN_NAME = shift_register_8_stage
export DESIGN_NICKNAME = shift_register_8_stage
export VERILOG_FILES = /design/flow/design.v
export SDC_FILE = /design/flow/constraint.sdc
export NUM_CORES = 4
export LEC_CHECK = 1
export CORE_UTILIZATION = 30
### design/flow/constraint.sdc
current_design shift_register_8_stage

set clk_period 1.0
set clk_io_pct 0.2

create_clock -name clk0 -period $clk_period [get_ports {clk}]

set non_clock_inputs [all_inputs -no_clocks]
set_input_delay [expr $clk_period * $clk_io_pct] -clock clk0 $non_clock_inputs
set_output_delay [expr $clk_period * $clk_io_pct] -clock clk0 [all_outputs]
### design/flow/run.sh
#!/bin/bash
# OpenROAD 26Q1-2900-gdf79404cd8, Yosys 0.63+post, stock flow scripts
make -C /OpenROAD-flow-scripts/flow DESIGN_CONFIG=/design/flow/config.mk WORK_HOME=/design/flow/orfs finish
### design/flow/design.v
module shift_register_8_stage (
    input wire clk,        
    input wire reset,      
    input wire [15:0] d,   
    output reg [15:0] A,   
    output reg [15:0] B,   
    output reg [15:0] C,   
    output reg [15:0] D,   
    output reg [15:0] E,   
    output reg [15:0] F,   
    output reg [15:0] G,   
    output reg [15:0] H    
);
always @(posedge clk or posedge reset) begin
    if (reset) begin
        A <= 16'b0;
        B <= 16'b0;
        C <= 16'b0;
        D <= 16'b0;
        E <= 16'b0;
        F <= 16'b0;
        G <= 16'b0;
        H <= 16'b0;
    end else begin
        H <= G;
        G <= F;
        F <= E;
        E <= D;
        D <= C;
        C <= B;
        B <= A;
        A <= d;
    end
end
endmodule
==> run_results.csv <==
group,metric,value,unit
power_and_ir_drop,ir_drop,0.9494,mV
power_and_ir_drop,p_int,9.107,mW
cts,root_buffer,"clkbuf_8",
worst_setup_path,cp-end-kind,"primary output",
cts,cts.sinks,128,
cts,clock_path_buffers,2,
power_and_ir_drop,power_frac_seq,48.2,%
routing,drt-initial-drc-count,62,
worst_setup_path,path_delay_family,"flip-flops",
finish,comb_area,0,um^2
power_and_ir_drop,powerDensity,2192,nW/um^2
sta,tns,-23.51,ns
routing,avgRoutedWirePerCell,12.67,um
die,die_y,105.4,um
sta,period_needed,1.205,ns
worst_setup_path,criticalPathCategory,"register to primary output",
sta,tightest_slew,0.2821,ns
finish,drive_gt1_share,60.60,%
placed_design,dpl.cell_count,438,
run,drv_cap,0,
sta,final.setup.worst_slack,-0.2049,ns
cts,clkTransAtPathRegs,0.06,ns
worst_setup_path,arrival,1.00,ns
die,die_w,105.4,um
die,rows,37,
global_routing,grt_pass1_wl,10460,um
placed_design,gp_congestion,0.7298,
routing,firstDrtPassIters,4,
routing,drt_wl_total,6387,um
finish,layout-area-overhead-vs-synth,63.95,%
worst_setup_path,r2r-start,"D[11]",
global_routing,antenna_found_initial,0,
worst_setup_path,slowest_delay,0.38,ns
placed_design,place_ws,-0.07100,ns
placed_design,dpl.hpwl,4466,um
routing,drc_errors,0,
worst_setup_path,slowest_stage,"dfrtp_1",
hold_path,min-delay-path-class,"primary input to asynchronous set/reset pin",
cts,clock_latency,0.51,ns
power_and_ir_drop,switching_share,20.98,%
placed_design,numPortBuffers,145,
routing,postRouteAntennaNets,0,
worst_setup_path,reg2reg_to,"E[11]",
power_and_ir_drop,pwr-share-clk,46.7,%
sta,rsz0062_at_grt,"yes",
yosys,synth_cell_types,2,
yosys,ys_cells,129,
yosys,ys.flops,128,
routing,vias,1874,
yosys,ys_seq_share,99.88,%
routing,vias_per_cell,3.718,
run_status,violations,"negative setup slack",
sta,slew_headroom,81.19,%
worst_setup_path,cp-start-kind,"register",
yosys,synthCells,129,
run,tool_warnings,28,
global_routing,grt_max_degree,44,
finish,final_layout_top_logic_cells,"dfrtp_1, buf_2, buf_4, clkdlybuf4s50_1, clkbuf_16",
sta,holdWs,0.1163,ns
die,chip_area,11110,um^2
finish,fin_cells,504,
global_routing,grt_usage,12.75,%
global_routing,grt_pass1_vias,1963,
yosys,syn_area,3207,um^2
worst_setup_path,crit_chain,"buf_2",
sta,finalHoldViolCount,0,
sta,fin_crit_sh,120.5,%
die,io_pins,146,
sta,setup_viol_count_final,128,
sta,clock.fmax,829.9,MHz
worst_setup_path,cp_num_buf_inv,1,
worst_setup_path,cp_max_fo,2,
worst_setup_path,worst-endpoint-required,0.80,ns
power_and_ir_drop,p_switching,2.418,mW
sta,drv_slew,0,
cts,cts_tree,"built",
global_routing,grt_overflow_total,0,
yosys,syn_avg_cell_area,24.86,um^2
cts,numCtsBuffers,17,
cts,h-tree-depth,4,
routing,antenna_cells,0,
worst_setup_path,reg2reg_slack,0.15,ns
die,core_area,10320,um^2
die,fp_util,31.06,%
worst_setup_path,reg2reg_depth,3,
sta,skew,0.008301,ns
power_and_ir_drop,p_comb_share,5.1,%
finish,logic_gates,0,
run_status,outcome,"finished with violations",
yosys,yosys_warnings,1,
yosys,yosys.stat.chipArea,3207,um^2
power_and_ir_drop,power_leakage,2.655,nW
cts,postCtsHoldBufs,0,
## cells in the mapped netlist (all sizes together)
master | number | area share, %
inv | 1 | 0.12
dfrtp | 128 | 100
## worst max-delay path by stage
stage	startpoint	to	slack, ns	depth (start not counted)
CTS	B[2]	B[2]	-0.24	1
global route	B[2]	B[2]	-0.26	1
finish	B[2]	B[2]	-0.20	1
## cell type report
class / count / area (um^2)
Clock buffer: 17 / 414.1
Clock inverter: 14 / 116.4
Fill cell: 874 / 5066
Inverter: 1 / 7.507
Sequential cell: 128 / 3203
Tap cell: 136 / 170.2
Timing Repair Buffer: 208 / 1346
## cell families after synthesis
logic type	Yosys count	share of synthesized area (%)
buffers and inverters	1	0.1169
DFF	128	99.88
## metal layers
layer  track usage (%)  vias to the layer above  wire, um
li1                  -                      870         -
met2             18.94                       73      3199
met1             19.71                      925      2602
met4             2.414                        0        93
met3             4.101                        6       491
met5                 0                        -         0
## stage by stage
step                cell area [um^2]  power, mW  util, %
finish                          5258      11.53    50.93
global placement                5105      6.419    49.45
global route                    5258      12.09    50.93
floorplan                       3211      5.646        -
CTS                             5205      11.69    50.42
detailed placement              5105      6.421    49.45
## timing repair
action                                  in CTS  in global routing
resized                                    395                  0
endpoints found under the setup margin     128                128
setup buffers                               28                  7
pin swaps                                    0                  0
## power groups by stage
stage | logic, mW | registers (mW) | clock network (mW)
after global routing | 0.661 | 5.59 | 5.84
final | 0.590 | 5.55 | 5.38
after CTS | 0.595 | 5.56 | 5.54
## flip-flops by register name, summed over array words and instances, names as in the netlist
register and count:
D 16, A 16, E 16, G 16, F 16, H 16, C 16, B 16
No activity file was given, so power comes from the tool's default toggle rates.
